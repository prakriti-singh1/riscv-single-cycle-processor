### design/flow/run.sh
#!/bin/bash
# OpenROAD 26Q1-2900-gdf79404cd8, Yosys 0.63+post, stock flow scripts
make -C /OpenROAD-flow-scripts/flow DESIGN_CONFIG=/design/flow/config.mk WORK_HOME=/design/flow/orfs finish
### design/flow/constraint.sdc
current_design riscv_single_cycle

set clk_period 6.6
set clk_io_pct 0.2

create_clock -name clk0 -period $clk_period [get_ports {clk}]

set non_clock_inputs [all_inputs -no_clocks]
set_input_delay [expr $clk_period * $clk_io_pct] -clock clk0 $non_clock_inputs
set_output_delay [expr $clk_period * $clk_io_pct] -clock clk0 [all_outputs]
### design/flow/design.v
module alu (
    input [31:0] a, b,
    input [3:0] alu_ctrl,
    output reg [31:0] result,
    output zero
);
    always @(*) begin
        case (alu_ctrl)
            4'b0000: result = a & b;
            4'b0001: result = a | b;
            4'b0010: result = a + b;
            4'b0110: result = a - b;
            4'b0111: result = (a < b) ? 1 : 0;
            4'b1100: result = ~(a | b);
            default: result = 0;
        endcase
    end
    assign zero = (result == 0);
endmodule
module alu_control_unit (
    input [1:0] alu_op,
    input [2:0] funct3,
    input [6:0] funct7,
    output reg [3:0] alu_ctrl
);
    always @(*) begin
        case (alu_op)
            2'b00: alu_ctrl = 4'b0010;  
            2'b01: alu_ctrl = 4'b0110;  
            2'b10: begin
                case ({funct7, funct3})
                    {7'b0000000, 3'b000}: alu_ctrl = 4'b0010;  
                    {7'b0100000, 3'b000}: alu_ctrl = 4'b0110;  
                    {7'b0000000, 3'b111}: alu_ctrl = 4'b0000;  
                    {7'b0000000, 3'b110}: alu_ctrl = 4'b0001;  
                    default: alu_ctrl = 4'b1111;
                endcase
            end
            default: alu_ctrl = 4'b1111;
        endcase
    end
endmodule
module control_unit (
    input [6:0] opcode,
    output reg reg_write,
    output reg mem_read,
    output reg mem_write,
    output reg alu_src,
    output reg mem_to_reg,
    output reg branch,
    output reg [1:0] alu_op
);
    always @(*) begin
        reg_write = 0;
        mem_read = 0;
        mem_write = 0;
        alu_src = 0;
        mem_to_reg = 0;
        branch = 0;
        alu_op = 2'b00;
        case (opcode)
            7'b0110011: begin  
                reg_write = 1;
                alu_op = 2'b10;
            end
            7'b0000011: begin  
                reg_write = 1;
                mem_read = 1;
                mem_to_reg = 1;
                alu_src = 1;
                alu_op = 2'b00;
            end
            7'b0100011: begin  
                mem_write = 1;
                alu_src = 1;
                alu_op = 2'b00;
            end
            7'b1100011: begin  
                branch = 1;
                alu_op = 2'b01;
            end
            7'b0010011: begin  
                reg_write = 1;
                alu_src = 1;
                alu_op = 2'b00;
            end
        endcase
    end
endmodule
module data_mem (
    input clk,
    input [31:0] addr,
    input [31:0] write_data,
    input mem_read,
    input mem_write,
    output reg [31:0] read_data
);
    reg [31:0] memory [0:255];
    always @(posedge clk) begin
        if (mem_write)
            memory[addr[9:2]] <= write_data;
    end
    always @(*) begin
        if (mem_read)
            read_data = memory[addr[9:2]];
        else
            read_data = 0;
    end
endmodule
module imm_gen (
    input [31:0] instr,
    output reg [31:0] imm_out
);
    always @(*) begin
        case (instr[6:0])
            7'b0000011, 7'b0010011:  
                imm_out = {{20{instr[31]}}, instr[31:20]};
            7'b0100011:  
                imm_out = {{20{instr[31]}}, instr[31:25], instr[11:7]};
            7'b1100011:  
                imm_out = {{19{instr[31]}}, instr[31], instr[7], instr[30:25], instr[11:8], 1'b0};
            default:
                imm_out = 0;
        endcase
    end
endmodule
module instr_mem (
    input [31:0] addr,
    output [31:0] instr
);
    reg [31:0] memory [0:255];
    initial begin
        $readmemh("instructions.mem", memory);
    end
    assign instr = memory[addr[9:2]];  
endmodule
module register_file (
    input clk,
    input reg_write,
    input [4:0] rs1, rs2, rd,
    input [31:0] write_data,
    output [31:0] read_data1,
    output [31:0] read_data2
);
    reg [31:0] reg_file [0:31];
    integer i;
    initial begin
        for (i = 0; i < 32; i = i + 1)
            reg_file[i] = 0;
    end
    assign read_data1 = reg_file[rs1];
    assign read_data2 = reg_file[rs2];
    always @(posedge clk) begin
        if (reg_write && rd != 0)
            reg_file[rd] <= write_data;
    end
endmodule
module riscv_single_cycle(
    input clk,
    input reset,
    output reg [31:0] pc,
    output [31:0] instr
);
    wire [6:0] opcode;
    wire [4:0] rd, rs1, rs2;
    wire [2:0] funct3;
    wire [6:0] funct7;
    wire [31:0] reg_data1, reg_data2;
    wire [31:0] imm_out;
    wire [31:0] alu_input2;
    wire [31:0] alu_result;
    wire zero;
    wire [31:0] read_data;
    wire [31:0] write_back_data;
    wire reg_write, mem_read, mem_write, alu_src, mem_to_reg, branch;
    wire [1:0] alu_op;
    wire [3:0] alu_ctrl;
    instr_mem imem (
        .addr(pc),
        .instr(instr)
    );
    assign opcode = instr[6:0];
    assign rd     = instr[11:7];
    assign funct3 = instr[14:12];
    assign rs1    = instr[19:15];
    assign rs2    = instr[24:20];
    assign funct7 = instr[31:25];
    register_file rf (
        .clk(clk),
        .reg_write(reg_write),
        .rs1(rs1),
        .rs2(rs2),
        .rd(rd),
        .write_data(write_back_data),
        .read_data1(reg_data1),
        .read_data2(reg_data2)
    );
    imm_gen immgen (
        .instr(instr),
        .imm_out(imm_out)
    );
    control_unit ctrl (
        .opcode(opcode),
        .reg_write(reg_write),
        .mem_read(mem_read),
        .mem_write(mem_write),
        .alu_src(alu_src),
        .mem_to_reg(mem_to_reg),
        .branch(branch),
        .alu_op(alu_op)
    );
    alu_control_unit alu_ctrl_unit (
        .alu_op(alu_op),
        .funct3(funct3),
        .funct7(funct7),
        .alu_ctrl(alu_ctrl)
    );
    assign alu_input2 = alu_src ? imm_out : reg_data2;
    alu alu_unit (
        .a(reg_data1),
        .b(alu_input2),
        .alu_ctrl(alu_ctrl),
        .result(alu_result),
        .zero(zero)
    );
    data_mem dmem (
        .clk(clk),
        .addr(alu_result),
        .write_data(reg_data2),
        .mem_read(mem_read),
        .mem_write(mem_write),
        .read_data(read_data)
    );
    assign write_back_data = mem_to_reg ? read_data : alu_result;
    always @(posedge clk or posedge reset) begin
        if (reset)
            pc <= 0;
        else if (branch && zero)
            pc <= pc + imm_out;
        else
            pc <= pc + 4;
    end
endmodule
### design/flow/config.mk
export PLATFORM = sky130hd
export DESIGN_NAME = riscv_single_cycle
export DESIGN_NICKNAME = riscv_single_cycle
export VERILOG_FILES = /design/flow/design.v
export SDC_FILE = /design/flow/constraint.sdc
export NUM_CORES = 4
export LEC_CHECK = 1
export CORE_AREA = 10 10 98 98
export DIE_AREA = 0 0 108 108
export SYNTH_HDL_FRONTEND = slang
export SYNTH_MEMORY_MAX_BITS = 65536
==> tab_implementation.tex <==
% Generated from flow reports
\begin{tabular}{lr}
\hline
Metric & Value \\
\hline
\multicolumn{2}{l}{\textbf{GRT}} \\
\quad Maximum number of pins on one net before global-route repair & 31 \\
\quad All-layer global routing usage & 0.0567 \\
\quad First-pass GRT wire length & 5390 um \\
\quad Number of antenna violations at the first check in global routing & 0 \\
\quad GRT Residual Overflow & 0 \\
\quad Vias in the first global route & 1,073 \\
\multicolumn{2}{l}{\textbf{Detailed routing}} \\
\quad Remaining routing DRC violations & 0 \\
\quad Post-detailed-route via-to-cell ratio & 3.54 \\
\quad WL per Instance & 12.1 um \\
\quad WL met3 & 315 um \\
\quad Pre-Repair DR Iteration Count & 3 \\
\quad Post-route ant nets & 0 \\
\quad Routed Wire Length & 3450 um \\
\quad Starting DRC count in detailed routing & 22 \\
\quad Top routing layer in use & met4 \\
\quad M1 wire length & 1620 um \\
\quad Via count of the routed design & 1,010 \\
\quad Met2 layer wire length in the routed design & 1430 um \\
\quad Antenna Diode Count & 0 \\
\multicolumn{2}{l}{\textbf{Clock network}} \\
\quad Clk Tree Root Cell & clkbuf\_8 \\
\quad Post-CTS Setup Repair Bufs & 0 \\
\quad \# clock sinks & 30 \\
\quad Clock Path Buffers & 2 \\
\quad Clock-pin transition on the worst setup and hold timing paths & 0.07 ns \\
\quad Total clock buffers created by CTS & 5 \\
\quad Hold-fix buffers, CTS & 0 \\
\quad Clock insertion delay at the later pin of the skew report & 0.28 ns \\
\quad Gates resized, CTS repair & 0 \\
\quad TritonCTS clock tree & built \\
\quad H-tree levels & 2 \\
\multicolumn{2}{l}{\textbf{Min path}} \\
\quad Beginning of the worst hold path & pc[31] \\
\quad Min-delay worst type & reg -> reg \\
\quad Instance count along the most critical hold path & 1 \\
\quad Worst hold path endpoint & pc[31] \\
\multicolumn{2}{l}{\textbf{Yosys}} \\
\quad Number of warnings reported in the yosys synthesis log & 0 \\
\quad Gate count after technology mapping & 146 \\
\quad Synth Area per Inst & 10.8 um2 \\
\quad Post-synth area from yosys stat & 0.00158 mm2 \\
\quad Synth flops & 30 \\
\quad Cell Type Count & 20 \\
\quad Count of instantiated cells in the yosys netlist & 146 \\
\quad Area of the mapped netlist & 0.00158 mm2 \\
\quad Sequential element share of the synthesized area & 0.476 \\
\multicolumn{2}{l}{\textbf{Final layout}} \\
\quad Flip-flop count of the largest register, all copies and words added & 30 \\
\quad Register ranked first by flip-flop count & pc \\
\quad Tally of non-filler cells in the final layout & 285 \\
\quad Share of cells above drive strength 1 & 0.0710 \\
\quad Most instantiated logic cells after routing & conb\_1, clkdlybuf4s50\_1, dfrtp\_1 \\
\quad Final core utilization & 0.260 \\
\quad Commonest non-fill, non-tap cell in the layout & conb\_1 \\
\quad Leading registers by flop count & pc x30 \\
\quad Synth-to-layout area growth & 26.1\% \\
\quad Total non-filler cell area in the finished layout & 0.00199 mm2 \\
\multicolumn{2}{l}{\textbf{Setup path}} \\
\quad Reg-to-reg slack, setup & 4.80 ns \\
\quad Max incr delay on CP & 0.52 ns \\
\quad Maximum fanout count along the critical path & 6 \\
\quad Startpoint of the lowest-slack register-to-register path & pc[2] \\
\quad Required time of the worst setup path & 5.28 ns \\
\quad Critical Path End Type & output port \\
\quad Stages on the worst setup path & 1 \\
\quad Endpoint arrival time on the critical path & 1.27 ns \\
\quad End of the worst register-to-register path & pc[18] \\
\quad Crit Path Class & reg -> out \\
\quad Largest delay contributor family on the critical path & buffers and inverters \\
\quad Cells along the critical path & clkdlybuf4s50\_1 \\
\quad Buffers plus inverters on the worst setup path & 1 \\
\quad Slowest cell on the critical path & clkdlybuf4s50\_1 \\
\quad CP startpoint kind & register \\
\quad Cell count of the worst reg-to-reg path & 5 \\
\multicolumn{2}{l}{\textbf{Run}} \\
\quad Tally of OpenROAD warnings & 25 \\
\quad Number of max-cap violations & 0 \\
\multicolumn{2}{l}{\textbf{Power and ir drop}} \\
\quad Leak & 0.872 nW \\
\quad Power density cells & 186 mW/mm2 \\
\quad Overall power consumption & 371 uW \\
\quad IR Drop Worst-Case VDD & 0.0875 mV \\
\multicolumn{2}{l}{\textbf{STA}} \\
\quad RSZ-0062 raised after global routing & no \\
\quad Final tally of hold violations & 0 \\
\quad \# setup viols final & 0 \\
\quad Minimum period implied by the final worst setup slack & 2.59 ns \\
\quad Final total negative setup slack & 0 ns \\
\quad Relative slew slack & 0.642 \\
\quad Setup slack of the critical path after layout & 4.01 ns \\
\quad Fraction of the cycle the final worst path needs & 0.393 \\
\quad Hold Worst Slack & 0.478 ns \\
\quad Timing-limited maximum frequency & 0.386 GHz \\
\quad Setup skew after layout & 0.00576 ns \\
\quad Max-slew violation count & 0 \\
\quad Transition time at the pin with the least slew margin & 0.535 ns \\
\multicolumn{2}{l}{\textbf{Floorplanning}} \\
\quad Area inside the core boundary & 0.00765 mm2 \\
\quad Area of the die & 0.0117 mm2 \\
\quad \# IOs & 66 \\
\quad Vertical die dimension & 108 um \\
\quad Width of the chip & 108 um \\
\quad Fp\_density & 0.206 \\
\quad Number of standard-cell rows in the floorplan & 32 \\
\multicolumn{2}{l}{\textbf{Placed design}} \\
\quad Post-DP HPWL & 2620 um \\
\quad Inst Count DP & 277 \\
\quad Tally of buffers added on design ports & 31 \\
\quad Global placement routability congestion & 0.737 \\
\quad Placement-stage worst setup slack & 4.29 ns \\
\quad Placed Instance Area & 0.00188 mm2 \\
\multicolumn{2}{l}{\textbf{Outcome}} \\
\quad Result of the run & finished, final reports clean \\
\hline
\end{tabular}
per-layer routing:
layer / global-route usage / vias to the layer above
li1: - / 489
met1: 0.0807 / 472
met2: 0.0823 / 44
met3: 0.0199 / 5
met4: 0.0105 / 0
met5: 0 / -
logic make-up after synthesis:
logic type	count (synthesis)	share of synthesized area
xor gates and xnor gates	28	0.155
adders and majority gates	1	0.00793
buffers and inverters	41	0.183
DFF	30	0.476
other	1	0.00238
and+or+nand+nor	45	0.175
synth_stat cells (all sizes together):
library cell	number	share of area
xor2	3	0.017
buf	36	0.17
and2	2	0.0079
and4	4	0.022
clkbuf	1	0.0024
and3	1	0.0040
nor3	3	0.020
inv	4	0.0095
nand2	7	0.017
nand3	12	0.038
xnor2	25	0.14
conb	1	0.0024
nor2	4	0.0095
ha	1	0.0079
dfrtp	30	0.48
nand4	12	0.057
report_power, final:
part | switching (mW) | internal, mW
logic | 0.00484 | 0.000947
clock network | 0.0703 | 0.111
registers | 0 | 0.184
total | 0.0752 | 0.296
final cells by class:
class	count	area (um2)
fill	801	5660
sequential	30	751
multi-input combinational	108	662
timing repair buffer	33	325
tap	102	128
clock buffer	5	68.8
clock inverter	3	40.0
inverter	4	15.0
worst max path at each step:
stage | startpoint | endpoint | slack [ns]
6_report | pc[6] | pc[6] | 4.01
5_1_grt | pc[6] | pc[6] | 3.93
4_1_cts | pc[6] | pc[6] | 3.98
Power figures rest on the tool's default switching activity, not on a simulated workload.
